## config.mk

```make
export PLATFORM = sky130hd
export DESIGN_NAME = ALU
export DESIGN_NICKNAME = ALU
export VERILOG_FILES = /design/flow/design.v
export SDC_FILE = /design/flow/constraint.sdc
export NUM_CORES = 4
export LEC_CHECK = 1
export CORE_UTILIZATION = 30
```

## constraint.sdc

```tcl
current_design ALU

set clk_period 26.6
set clk_io_pct 0.2

create_clock -name clk0 -period $clk_period

set non_clock_inputs [all_inputs -no_clocks]
set_input_delay [expr $clk_period * $clk_io_pct] -clock clk0 $non_clock_inputs
set_output_delay [expr $clk_period * $clk_io_pct] -clock clk0 [all_outputs]
```

## design.v

```verilog
module ALU(op,a,b,f);
	input [1:0]op;
	input [7:0] a,b;
	output reg [7:0]f;
	parameter ADD=2'b00, SUB=2'b01, MUL=2'b10,DIV=2'b11;
	always @(*)
		case(op)
			ADD: f=a+b;
			SUB: f=a-b;
			MUL: f=a*b;
			DIV: f=a/b;
			default: f= 8'b00000000;
		endcase
endmodule
```

## run.sh

```bash
#!/bin/bash
# OpenROAD 26Q1-2900-gdf79404cd8, Yosys 0.63+post, stock flow scripts
make -C /OpenROAD-flow-scripts/flow DESIGN_CONFIG=/design/flow/config.mk WORK_HOME=/design/flow/orfs finish
```

==> run summary <==
Status of the implementation.

- The flow ran to the end, and the final reports show no timing, DRC or antenna violations.
- The chip area line in the Yosys stat output reads 3080 sq um.
- The critical path endpoint is f[0], for reference.
- Yosys mapped the design onto 59 distinct sky130hd cell types.
- The total power is 0.1117 mW, for reference.
- The critical setup path kind is primary input to primary output, for reference.
- The post-synthesis instance total is 404, for reference.
- The highest clock rate this design can be run at is between 40 and 50 MHz.
- Setup repair after global routing left no endpoint under its margin.
- The wire length per cell after detailed routing is 14.70 um, for reference.
- The number of nets still failing antenna checks after routing is 0, for reference.
- The critical path required time is 21280 ps, for reference.
- Per the detail_route report, inserted antenna diodes total 0.
- The worst setup path startpoint is b[0], for reference.
- The data arrival time reported for the critical path is 16850 ps.
- The layout report lists the multi-input gate area as 2878 sq um.
- The number of flip-flops and latches is 0, for reference.
- The first global-routing pass estimated 13500 um of wire.
- The layout has 1019 filler cells.
- After global routing the overflow that remains totals 0.
- The setup TNS is 0 ps, for reference.
- Relative to the synthesized area, the layout overhead comes to 12.27%.
- The clock period could shrink to 22170 ps.
- The detailed-router iteration count before antenna repair is 4, for reference.
- Max-cap violations in this run came to 0.
- Detailed-route iteration 0 reported a violation count of 106.
- After clock tree synthesis, the setup repair step added 0 buffers.
- Of the synthesized area, sequential elements account for 0.
- The area taken by flip-flops and latches is 0 sq um, for reference.
- The synthesized netlist occupies a cell area of 3080 sq um.
- The leakage power is about 1.6 nW, for reference.
- The number of I/O port buffers is 26, for reference.
- The worst slew slack as a fraction of its limit is 0.4708, for reference.
- Per the power-grid run, VDD falls by no more than around 0.000014 V.
- The hold path depth is 4, for reference.
- The final route contains approximately 2.8k vias.
- The maximum number of pins on one net before global-route repair is 19, for reference.
- The count of unresolved DRC violations after routing is 0, for reference.
- For this run, the total global-route usage over all layers was measured as 0.1646.
- Per the gpl log, the routability congestion estimate is 0.8779.
- The ratio of final minimum period to clock period is 0.8334, for reference.
- The initial antenna violation count is 0, for reference.
- The timing report gives the biggest stage delay along the critical path as 740 ps.
- The standard cell core area is 9864 sq um, for reference.
- The yosys synthesis warning count is 1, for reference.
- In this run the cell area measured after placement is around 3500 sq um.
- The critical path maximum fanout is 14.
- The worst hold-check path type is primary input to primary output, for reference.
- Detailed placement ended at an HPWL of between 6000 and 7000 um.
- The cell that appears most often on the critical path is sky130_fd_sc_hd__ha_1.
- The final number of setup-violating endpoints is 0, for reference.
- STA classifies the critical path endpoint as a primary output.
- At the pin with the least slew margin, the transition time is about 800 ps.
- The number of top-level design ports is 26, for reference.
- Per the final report, max-transition violations number 0.
- The worst setup path is launched from a primary input.
- The share of layout cells above drive strength 1 is 0.05742, for reference.
- The total routed wirelength is a little over 8000 um, for reference.
- On the final layout, the worst hold slack is 12000 ps.
- The report lists the number of standard-cell rows as 36.
- The post-cts repair resize count is 0, for reference.
- The yosys cell count is about 400, for reference.
- Total power normalized to cell area comes to 32.30 nW/um^2.
- According to the floorplan report, the die width is between 100 and 150 um.
- The synthesized area divided by synthesized cell count is 7.625 sq um, for reference.
- The slowest stage of the critical path belongs to the cell sky130_fd_sc_hd__clkdlybuf4s50_1.
- The area enclosed by the die boundary is 10680 sq um, for reference.
- The number of global-route vias before repair is 2677, for reference.
- The die boundary height is 103.3 um, for reference.
- The final design area excluding fillers is 3458 sq um, for reference.
- The floorplan-stage core utilization is 0.3123, for reference.
- In the final report, the number of hold violations comes to 0.
- The routed via count divided by cell count is 5.034, for reference.
- After clock tree synthesis, the flow added hold-fix buffers numbering 0.
- The tally of clock buffers in the finished layout is 0, for reference.
- The number of warning messages in the logs is 37, for reference.
[logic make-up after synthesis]
| family | after synthesis | share of synthesized area |
|---|---|---|
| buffers and inverters | 52 | 0.06580 |
| xor gates and xnor gates | 37 | 0.1141 |
| adders and majority gates | 77 | 0.3444 |
| AOI/OAI and AO/OA | 102 | 0.2364 |
| muxes | 14 | 0.04915 |
| and+or+nand+nor | 122 | 0.1901 |
[placed cells by master, fill, tap and decap left out, drive strengths merged, types with 2 or more instances in the layout]
cell            n
a41oi           3
nor3           13
nor2b           4
o21ai          19
clkdlybuf4s50  26
inv            39
o221ai          2
nor2           45
o31a            2
xnor2          28
o21a           13
a21o            7
nand2b          5
xnor3           2
nand2          29
a211oi          2
o22ai           3
or2             2
ha             64
mux2            9
o211ai         10
xor2            7
a21oi          21
and2            5
mux2i           5
a31oi           4
fa             13
o31ai           2
nor4            2
nand3           6
or3             4
a21boi          3
[worst min path at each step]
stage | from | end | slack [ps]
after CTS | op[1] | f[5] | 12020
after global routing | a[0] | f[0] | 12140
final | op[1] | f[5] | 12000
[report_power, final]
group | internal [mW] | total [mW] | leakage [nW] | switching, mW
sequential | 0 | 0 | 0 | 0
clock | 0 | 0 | 0 | 0
combinational | 0.0551 | 0.112 | 1.56 | 0.0566
total | 0.0551 | 0.112 | 1.56 | 0.0566
[critical path, delay by kind of cell]
family                     cells  cell delay (ps)
AOI/OAI and AO/OA             20             5200
adders and majority gates      8             2460
buffers and inverters          4             1730
and+or+nand+nor                5              950
muxes                          3             1180
[cell usage after synthesis, types with 2 or more instances]
master,instances,area share
sky130_fd_sc_hd__ha_1,64,0.26
sky130_fd_sc_hd__nor2_1,45,0.055
sky130_fd_sc_hd__inv_1,39,0.048
sky130_fd_sc_hd__nand2_1,28,0.034
sky130_fd_sc_hd__xnor2_1,28,0.080
sky130_fd_sc_hd__a21oi_1,21,0.034
sky130_fd_sc_hd__o21ai_0,17,0.028
sky130_fd_sc_hd__fa_1,13,0.084
sky130_fd_sc_hd__o21a_1,13,0.032
sky130_fd_sc_hd__nor3_1,12,0.019
sky130_fd_sc_hd__o211ai_1,10,0.024
sky130_fd_sc_hd__clkbuf_1,9,0.011
sky130_fd_sc_hd__mux2_2,9,0.033
sky130_fd_sc_hd__a21o_1,7,0.017
sky130_fd_sc_hd__xor2_1,7,0.020
sky130_fd_sc_hd__nand3_1,6,0.0097
sky130_fd_sc_hd__and2_1,5,0.010
sky130_fd_sc_hd__mux2i_1,5,0.016
sky130_fd_sc_hd__nand2b_1,5,0.010
sky130_fd_sc_hd__a31oi_1,4,0.0081
sky130_fd_sc_hd__nor2b_1,4,0.0081
sky130_fd_sc_hd__a21boi_0,3,0.0073
sky130_fd_sc_hd__a41oi_1,3,0.0085
sky130_fd_sc_hd__buf_2,3,0.0049
sky130_fd_sc_hd__o22ai_1,3,0.0061
sky130_fd_sc_hd__or3_1,3,0.0061
sky130_fd_sc_hd__a211oi_1,2,0.0049
sky130_fd_sc_hd__nor4_1,2,0.0041
sky130_fd_sc_hd__o31a_1,2,0.0057
sky130_fd_sc_hd__or2_2,2,0.0041
sky130_fd_sc_hd__xnor3_1,2,0.015
[per-layer routing]
layer  GRT usage  share of wire
met1      0.2325           0.50
met2      0.2959           0.48
met3    0.005464          0.017
met4    0.007584         0.0033
met5           0              0
[layout make-up]
type	count	area share
Multi-Input combinational cell	352	0.8321
Timing Repair Buffer	27	0.07742
Tap cell	133	0.04812
Inverter	39	0.04233
[metrics by stage]
| stage | std cells | utilization | setup WS, ps |
|---|---|---|---|
| after global placement | 551 | 0.3506 | 4666 |
| after detailed placement | 551 | 0.3506 | 4532 |
| after global routing | 551 | 0.3506 | 3453 |
| after CTS | 551 | 0.3506 | 4447 |
| final | 551 | 0.3506 | 4433 |
| after floorplan | 404 | - | 6513 |
Power and IR drop assume default switching activity.
